$ cat flow/config.mk
export PLATFORM = sky130hd
export DESIGN_NAME = AddRoundKey
export DESIGN_NICKNAME = AddRoundKey
export VERILOG_FILES = /design/flow/design.v
export SDC_FILE = /design/flow/constraint.sdc
export NUM_CORES = 4
export LEC_CHECK = 1
export CORE_AREA = 10 10 636 636
export DIE_AREA = 0 0 646 646
$ cat flow/constraint.sdc
current_design AddRoundKey

set clk_period 29.7
set clk_io_pct 0.2

create_clock -name clk0 -period $clk_period

set non_clock_inputs [all_inputs -no_clocks]
set_input_delay [expr $clk_period * $clk_io_pct] -clock clk0 $non_clock_inputs
set_output_delay [expr $clk_period * $clk_io_pct] -clock clk0 [all_outputs]
$ cat flow/design.v
module AddRoundKey(
    input  logic [127:0] in,
	 input  logic [3:0] round_curr,
	 input  logic [1407:0] KeySchedule,
	 output logic [127:0] out
);
	 logic [127:0] key_curr;
    always_comb 
	 begin
		unique case (round_curr)
			4'b0000:
				key_curr = KeySchedule[127:0];
			4'b0001:
				key_curr = KeySchedule[255:128];
			4'b0010:
				key_curr = KeySchedule[383:256];
			4'b0011:
				key_curr = KeySchedule[511:384];
			4'b0100:
				key_curr = KeySchedule[639:512];
			4'b0101:
				key_curr = KeySchedule[767:640];
			4'b0110:
				key_curr = KeySchedule[895:768];
			4'b0111:
				key_curr = KeySchedule[1023:896];
			4'b1000:
				key_curr = KeySchedule[1151:1024];
			4'b1001:
				key_curr = KeySchedule[1279:1152];
			4'b1010:
				key_curr = KeySchedule[1407:1280];
		endcase
        out = in ^ key_curr;
    end
endmodule
$ cat flow/run.sh
#!/bin/bash
# OpenROAD 26Q1-2900-gdf79404cd8, Yosys 0.63+post, stock flow scripts
make -C /OpenROAD-flow-scripts/flow DESIGN_CONFIG=/design/flow/config.mk WORK_HOME=/design/flow/orfs finish
==> run_results.csv <==
group,metric,value,unit
final_timing,post-route-period-util,56.1,%
final_timing,min_period,16.65,ns
global_route,grt_pass1_wl,480,mm
min_path,hold_path_depth,3,
min_path,hp-start,"in[87]",
logic_synthesis,synth.distinct_cells,44,
setup_path,cp_data_arrival_time,10.71,ns
floorplan,fp_util,3.43,%
setup_path,crit_path_end_kind,"primary output",
logic_synthesis,yosys_cells,1947,
floorplan,io_pins,1668,
drt,dr.pass1.iters,10,
global_route,antenna_found_initial,736,
logic_synthesis,topCombFamilyByArea,"AND-OR/OR-AND gates",
global_route,grt_pass1_vias,24929,
logic_synthesis,yosys_warnings,1,
logic_synthesis,xor_area_share,8.39,%
power_and_ir_drop,irDropWorstVdd,14.8,uV
layout,flops,0,
layout,fillers,45292,
clocking,cts_resized,0,
floorplan,core_area,390000,um2
placed_design,dp_hpwl,396,mm
setup_path,worstPathMaxFanout,112,
logic_synthesis,top_area_cell,"a22oi_1",
placed_design,dp_cells,8630,
drt,vias,28896,
final_timing,slew_viol_final,0,
logic_synthesis,yosys.area_share.simple,14.8,%
power_and_ir_drop,power.switching,0.312,mW
logic_synthesis,synthTopCellsByCount,"a22oi_1 (214), clkbuf_1 (145), o21ai_0 (127)",
power_and_ir_drop,internal_power,0.319,mW
final_timing,tns,0,ns
placed_design,portBuffers,1668,
logic_synthesis,synth_area,13400,um2
power_and_ir_drop,power_frac_comb,100.0,%
logic_synthesis,ys_chip_area,13400,um2
drt,wl_per_cell,48.1,um
floorplan,die_w,646,um
layout,final_cells,8880,
layout,clock_buffers,0,
min_path,min_to,"out[87]",
power_and_ir_drop,p_leak,11.3,nW
final_timing,slew_headroom,0.214,%
global_route,overflow,0,
placed_design,place.gp.congestion,1.10,
logic_synthesis,ys_sh_mux,8.39,%
final_timing,max_freq,60.1,MHz
drt,ant_nets,0,
global_route,grt_max_degree,113,
logic_synthesis,synthCells,1947,
final_timing,rsz0062_at_grt,"false",
power_and_ir_drop,clockPowerShare,0,%
logic_synthesis,aoi_share,57.4,%
power_and_ir_drop,power.density,17.2,nW/um2
logic_synthesis,synthTopCellsByArea,"a22oi_1 (12%), mux2i_1 (8.4%), o32ai_2 (6.1%), o22ai_1 (5.4%), o221a_2 (5.1%)",
run,drv_cap,0,
drt,drt-initial-drc-count,3222,
global_route,track_usage,19.7,%
floorplan,std_cell_rows,229,
power_and_ir_drop,pwr-share-seq,0,%
clocking,cts_setup_buffers,0,
layout,regArea,0,um2
drt,viasPerCell,3.25,
setup_path,start_kind,"primary input",
logic_synthesis,synth-adder-area-share,0,%
logic_synthesis,avgSynthCellArea,6.86,um2
setup_path,critPathKind,"primary input to primary output",
drt,drc,0,
floorplan,die_y,646,um
logic_synthesis,yosysMostFrequentCell,"a22oi_1",
min_path,hold_path.class,"primary input to primary output",
final_timing,setup_viol,0,
power_and_ir_drop,switching_share,49.4,%
final_timing,tightest_slew,1.50,ns
layout,drive_above_1_share,6.47,%
setup_path,required,23.76,ns
run,warning_count,38,
floorplan,die_area,417000,um2
logic_synthesis,synth_seq_share,0,%
run_status,outcome,"finished, final reports clean",
clocking,postCtsHoldBufs,0,
logic_synthesis,yosys.area.top_type_share,12.0,%
power_and_ir_drop,fin_total_pwr,0.632,mW
final_timing,hold_violations,0,
drt,wl,427,mm
layout,area_delta_synth_final,175,%
==> routing by layer <==
metal  track usage [%]  part of all wire, %
met5              1.03                 0.83
met1              21.7                   36
met4              5.43                  3.8
met2              30.9                   45
met3              13.2                   15
==> critical path, cell delays in order <==
cell	delay, ns
buf_8	0.15
buf_4	0.35
buf_4	0.42
buf_12	0.33
nor2b_1	0.30
o221ai_1	1.13
nand3_1	0.17
o22ai_1	0.86
xor2_1	0.19
clkdlybuf4s50_1	0.50
==> final cells by class <==
cell class         instances  area [um2]  area share [%]
multi-input cells       1612       12000            32.7
well taps               5197        6500            17.7
inverters                 76         285           0.775
diodes                   250         626            1.70
repair buffers          1745       17300            47.2
==> per-stage QoR <==
stage / utilization (%) / cell area [um2] / hold slack (ns) / worst slack, ns
6_report: 9.44 / 36800 / 12.81 / 13.05
3_5_place_dp: 9.28 / 36200 / 12.81 / 12.95
2_1_floorplan: - / 13400 / 11.91 / 16.40
5_1_grt: 9.37 / 36500 / 12.82 / 13.04
4_1_cts: 9.28 / 36200 / 12.82 / 12.96
3_3_place_gp: 9.25 / 36100 / 12.82 / 12.47
==> power groups by stage <==
stage	Sequential [mW]	Combinational, mW	Clock, mW
4_1_cts	0	0.641	0
5_1_grt	0	0.662	0.000000649
6_report	0	0.632	0.000000940
==> placed cells by master (no fill, tap or decap), types with 2 or more instances in the layout <==
cell type,instances
a21o_1,61
a21oi_1,103
a21oi_2,2
a221o_1,67
a221oi_1,61
a22o_1,12
a22oi_1,213
a31oi_1,16
buf_12,2
buf_4,69
buf_6,4
buf_8,5
clkdlybuf4s50_1,1664
diode_2,250
inv_1,76
mux2i_1,112
nand2_1,61
nand2b_1,66
nand3_1,60
nor2_1,112
nor2_4,2
nor2b_1,61
nor2b_2,4
nor2b_4,6
nor3b_4,2
o21ai_0,127
o221a_2,60
o221ai_1,75
o22ai_1,115
o2bb2ai_1,12
o32ai_2,52
or2_2,2
or2b_1,3
xnor2_1,68
xor2_1,60
==> worst max path at each step <==
stage                    startpoint  slack (ns)  depth (start not counted)        to
final                 round_curr[1]       13.05                         10   out[17]
after CTS             round_curr[3]       12.96                          9  out[102]
after global routing  round_curr[3]       13.04                          9  out[102]
==> cell families (layout without fill, tap and decap cells) <==
logic type             Yosys count  in the layout
AND-OR/OR-AND                  982            982
XOR/XNOR                       128            128
buffers and inverters          335           1821
multiplexers                   112            112
other                            0            250
AND/OR/NAND/NOR                390            390
No activity file was given, so power comes from the tool's default toggle rates.
